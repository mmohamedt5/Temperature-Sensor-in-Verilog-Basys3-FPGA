**config.mk**
```make
export PLATFORM = sky130hd
export DESIGN_NAME = DSP
export DESIGN_NICKNAME = DSP
export VERILOG_FILES = /design/flow/design.v
export SDC_FILE = /design/flow/constraint.sdc
export NUM_CORES = 4
export LEC_CHECK = 1
export CORE_UTILIZATION = 40
```
**constraint.sdc**
```tcl
current_design DSP

set clk_period 14.9
set clk_io_pct 0.2

create_clock -name clk0 -period $clk_period [get_ports {clk}]

set non_clock_inputs [all_inputs -no_clocks]
set_input_delay [expr $clk_period * $clk_io_pct] -clock clk0 $non_clock_inputs
set_output_delay [expr $clk_period * $clk_io_pct] -clock clk0 [all_outputs]
```
**design.v**
```verilog
`timescale 1ns / 1ps
module DSP(
input clk, 
input [15:0] dout,
output G2,
output [15:0] o
    );
reg [15:0] Output; 
reg[18:0] m0, m1, m2, m3, m4, m5, m6, m7;
reg myG = 0;
initial 
Output = 0;
   always@(posedge clk) begin  
      m7 <= m6;                           
      m6 <= m5;
      m5 <= m4;
      m4 <= m3;
      m3 <= m2;
      m2 <= m1;
      m1 <= m0;
      m0[15:0] <= dout;
      m0[18:16] <=0;                
        Output <= ((m0+m1+m2+m3+m4+m5+m6+m7  >>3)/65);  
    end 
assign o = Output;
assign G2 = myG;
endmodule
```
**run.sh**
```bash
#!/bin/bash
# OpenROAD 26Q1-2900-gdf79404cd8, Yosys 0.63+post, stock flow scripts
make -C /OpenROAD-flow-scripts/flow DESIGN_CONFIG=/design/flow/config.mk WORK_HOME=/design/flow/orfs finish
```
==> commit_impl_results.txt <==
Update PnR metrics after Yosys + OpenROAD run

* Clock buffers created by TritonCTS: 17
* CTS tree: done
- Core area: 25330 um2
* Transition time of the tightest slew-check pin: 0.7340 ns
- Summing over every cut layer, the via total after detailed routing is 8092.
* Design Area, Final: 11610 um2
* Dominant delay contributor by cell family on the critical path: AND-OR/OR-AND gates
- The global route stage reports its total congestion overflow as 0.
- The routed design could run at a clock period as short as 13.63 ns.
- Routed wire per std cell: 14.91 um
- Via count of the first global-routing pass: 8025
- Post-route setup TNS: 0 ns
- Max-cap violations in this run came to 0.
- Between the synthesized netlist and the finished layout, the area growth was recorded as 11.58%.
* Cell repeated most along the worst path: sky130_fd_sc_hd__inv_1
- The first global-routing pass estimated 39.30 mm of wire.
* Pin count of the biggest net entering global routing: 17
* Buffers from clock root to sink, at most: 2
- Number of antenna violations at the first check in global routing: 0
- Run status: completed
- The filler cells instantiated in the layout total 2343.
- The worst setup path is launched from a flop.
- Area reported by Yosys stat: 10400 um2
- The worst-case reg-to-reg setup slack stands at 1.27 ns.
- The share of the core area taken by cells at floorplan is 0.4107.
* HP Class: flop to flop
- Per the final report, max-transition violations number 0.
- Violation tally from detailed-route iteration zero: 527
- By instance count after routing, the leading logic cell type is sky130_fd_sc_hd__inv_1.
- CP Capture Type: flop
- Total of hold buffers inserted after clock tree synthesis: 0
- Prevailing post-synth register cell: sky130_fd_sc_hd__dfxtp_1
- The first TritonRoute pass finished after 5 iterations.
- Counting distinct cell types in the post-synthesis netlist gives 114.
- TritonCTS Sinks: 138
* Post-placement cell area: 10960 um2
- The layout summary lists the proportion of cells stronger than drive strength 1 as 0.1047.
- The die covers 26650 um2.
* Synthesis Warnings: 1
- The routed layout reports a DRC error count of 0.
- Once layout is complete, the utilization of the core stands at 0.4583.
- Endpoints failing hold in the final report were tallied at 0.
* Min Hold Slack: 0.3428 ns
* Max-slew headroom at the worst pin: 0.5029
* Fraction of the yosys area taken by sequential cells: 0.2656
* Antenna diode count: 0
* Clock latency on the worst-skew pair: 0.42 ns
* Fraction of registers with async set or reset after synthesis: 0
- Cell at the slowest stage of the critical path: sky130_fd_sc_hd__fa_1
- In this run the tools logged warnings totalling 26.
* Width of the die: 163.3 um
- Die outline height: 163.3 um
* Fraction of the cycle the final worst path needs: 0.9144
* Largest fanout of any net on the critical path: 11
- Area of the mapped netlist: 10400 um2
- Synthesis inferred 138 register bits.
* Critical Path Max Stage Delay: 0.55 ns
- GRT Util Overall: 0.1892
- Once detailed placement completed, the half-perimeter wirelength came to 17.85 mm.
- Derived from the worst setup path, the maximum achievable clock frequency is 73.39 MHz.
* Critical setup path kind: flop to flop
* Clock-pin slew reported for the worst setup and hold paths after clock tree synthesis: 0.06 ns
* Setup Skew: 0.01843 ns
- Per the Yosys statistics, synthesis produced 1143 cells.
- The post-synth count of flops with an enable pin is 0.
* Cell Rows: 58
* Critical path buffer and inverter count: 7
* Required time of the critical path: 15.17 ns
- Registers take 2763 um2.
- The synthesized netlist handed to floorplanning was reported with a cell count of 1143.
- Leaving out fill and tap cells, the most frequent cells in the layout are sky130_fd_sc_hd__inv_1, sky130_fd_sc_hd__dfxtp_1, sky130_fd_sc_hd__fa_1, sky130_fd_sc_hd__nor2_1, sky130_fd_sc_hd__nand2_1.
* H-tree depth reported by CTS: 4
* Count of boundary I/O pins: 34
* RePlAce Congestion: 0.9136
- Dividing the synthesized area by the synthesized cell count gives 9.100 um2.
- Setup repair after global routing left no endpoint under its margin.
- Final setup violating endpoints: 0
- Combinational cell area excluding buffers and inverters: 6744 um2
- At the worst endpoint, the arrival time is 13.90 ns.
- Nets still carrying antenna violations after routing amount to 0.
- Using the TritonRoute via totals, the vias-per-cell ratio works out to 5.345.
- In the post-route report, total wirelength is listed as 22.57 mm.
- Count of buffers from port buffering: 26
- CTS placed an instance of sky130_fd_sc_hd__clkbuf_16 at the clock tree root.
[metrics by stage]
stage / std cells / worst slack (ns)
2_1_floorplan: 1149 / 2.848
3_3_place_gp: 1480 / 0.7540
3_5_place_dp: 1480 / 0.4873
4_1_cts: 1512 / 0.4749
5_1_grt: 1514 / 0.01209
6_report: 1514 / 1.275
[worst paths after layout]
path	startpoint	depth (start not counted)	end
hold / removal	m0[7]	0	m1[7]
setup reg to reg	m0[4]	47	Output[0]
hold reg to reg	m0[7]	0	m1[7]
setup / recovery	m0[4]	47	Output[0]
[worst register-to-register path, delay by kind of cell, from the launching register on]
family	cells	cell delay, ns
flip-flops	1	0.32
XOR/XNOR	4	1.07
AND/OR/NAND/NOR	13	3.40
multiplexers	1	0.37
buffers and inverters	7	0.70
adder cells (fa/ha/maj)	7	2.96
AND-OR/OR-AND	15	4.67
[area by class of cell]
| cell class | instances | area share |
|---|---|---|
| clock buffers | 19 | 0.03903 |
| clock inverters | 13 | 0.01337 |
| inverters | 204 | 0.06598 |
| multi-input cells | 777 | 0.5811 |
| flip-flops and latches | 138 | 0.2380 |
| well taps | 330 | 0.03558 |
| repair buffers | 33 | 0.02695 |
[per-layer routing]
| metal | wire, um | track usage | vias to the layer above |
|---|---|---|---|
| met5 | 0 | 0 | - |
| met4 | 397 | 0.03356 | 0 |
| met3 | 996 | 0.02923 | 31 |
| met2 | 10660 | 0.3049 | 190 |
| met1 | 10520 | 0.2798 | 3859 |
| li1 | - | - | 4012 |
[logic make-up (layout without fill, tap and decap cells)]
| logic type | after synthesis | after routing | synth area share |
|---|---|---|---|
| compound gates | 287 | 287 | 0.2153 |
| xor+xnor | 43 | 43 | 0.04343 |
| fa+ha+maj | 117 | 117 | 0.2081 |
| buf+inv | 234 | 269 | 0.09058 |
| flops | 138 | 138 | 0.2656 |
| mux | 11 | 11 | 0.01239 |
| other cells | 1 | 7 | 0.0003605 |
| simple gates | 312 | 312 | 0.1642 |
[cell usage after synthesis, types with 10 or more instances]
master	count	area share
sky130_fd_sc_hd__nand3_1	29	0.014
sky130_fd_sc_hd__a21o_1	19	0.014
sky130_fd_sc_hd__o21a_1	12	0.0087
sky130_fd_sc_hd__xor2_1	10	0.0084
sky130_fd_sc_hd__dfxtp_1	138	0.27
sky130_fd_sc_hd__xnor2_1	26	0.022
sky130_fd_sc_hd__nor3_1	28	0.013
sky130_fd_sc_hd__ha_1	21	0.025
sky130_fd_sc_hd__nor2_1	82	0.030
sky130_fd_sc_hd__o211ai_1	21	0.015
sky130_fd_sc_hd__fa_1	94	0.18
sky130_fd_sc_hd__inv_1	201	0.073
sky130_fd_sc_hd__o22ai_1	11	0.0066
sky130_fd_sc_hd__a211oi_1	13	0.0094
sky130_fd_sc_hd__nand4_1	18	0.011
sky130_fd_sc_hd__o21ai_0	35	0.017
sky130_fd_sc_hd__nand2_1	55	0.020
sky130_fd_sc_hd__buf_2	12	0.0058
sky130_fd_sc_hd__a21oi_1	46	0.022
sky130_fd_sc_hd__and2_1	15	0.0090
[state kept, by name, indices dropped and copies added, names as in the netlist]
name,cells
m4,16
m2,16
m0,16
m6,16
m1,16
Output,10
m5,16
m7,16
m3,16
[timing repair]
| action | in CTS | in global routing |
|---|---|---|
| resized | 0 | 5 |
| setup buffers | 0 | 2 |
| endpoints found under the setup margin | 0 | 2 |
